==> flow/config.mk <==
export PLATFORM = sky130hd
export DESIGN_NAME = quicksort
export DESIGN_NICKNAME = quicksort
export VERILOG_FILES = /design/flow/design.v
export SDC_FILE = /design/flow/constraint.sdc
export NUM_CORES = 4
export LEC_CHECK = 1
export CORE_UTILIZATION = 40
==> flow/constraint.sdc <==
current_design quicksort

set clk_period 5.4
set clk_io_pct 0.2

create_clock -name clk0 -period $clk_period [get_ports {clock}]

set non_clock_inputs [all_inputs -no_clocks]
set_input_delay [expr $clk_period * $clk_io_pct] -clock clk0 $non_clock_inputs
set_output_delay [expr $clk_period * $clk_io_pct] -clock clk0 [all_outputs]
==> flow/run.sh <==
#!/bin/bash
# OpenROAD 26Q1-2900-gdf79404cd8, Yosys 0.63+post, stock flow scripts
make -C /OpenROAD-flow-scripts/flow DESIGN_CONFIG=/design/flow/config.mk WORK_HOME=/design/flow/orfs finish
==> flow/design.v <==
`timescale 1ns / 1ps
module partition#(
    parameter ARR_WIDTH = 4)
    (
    input wire [ARR_WIDTH*4-1:0] array_in, 
    input wire 					clock, 
    input wire 					reset,
    input wire [3:0]		    hi_ind,
    input wire [3:0]			lo_ind,
	input wire [0:0]            start,
    output reg [ARR_WIDTH*4-1:0] array_out,
    output reg [0:0]            part_valid,
    output reg [3:0]            pivot_ind_out
    );
     reg [3:0] array_out_2d  [0:ARR_WIDTH-1];
     reg [3:0] array_out_2d_nxt [0:ARR_WIDTH-1];
     reg [3:0] pivot_ind_nxt, counter, counter_nxt;
     reg [0:0] part_valid_nxt;
     reg [1:0] state, state_nxt;
     localparam IDLE               = 2'b00,
                PARTITION_PENDING  = 2'b01,
                DONE               = 2'b10;
     always @(posedge clock)
     begin
     if (reset)
         begin
         array_out        <= {ARR_WIDTH*4-1{1'b0}};
         array_out_2d[0]  <= 3'b0;
         array_out_2d[1]  <= 3'b0;
         array_out_2d[2]  <= 3'b0;
         array_out_2d[3]  <= 3'b0;
         array_out        <= 0;
         pivot_ind_out    <= 0;
         part_valid       <= 0;
         counter          <= 0;
         state            <= IDLE;
         end 
     else 
         begin
         array_out_2d[0]  <= array_out_2d_nxt[0];
         array_out_2d[1]  <= array_out_2d_nxt[1];
         array_out_2d[2]  <= array_out_2d_nxt[2];
         array_out_2d[3]  <= array_out_2d_nxt[3];
         array_out[3:0]   <= array_out_2d[3];
         array_out[7:4]   <= array_out_2d[2];
         array_out[11:8]  <= array_out_2d[1];
         array_out[15:12] <= array_out_2d[0];
         pivot_ind_out    <= pivot_ind_nxt;
         part_valid       <= part_valid_nxt;
         counter          <= counter_nxt;
         state            <= state_nxt;
         end 
     end 
     always @*
     begin
     state_nxt      = state;
     part_valid_nxt = part_valid;
     pivot_ind_nxt  = pivot_ind_out;
     counter_nxt    = counter;
     case (state)
         IDLE:
              begin
              if (lo_ind == 0) 
                  begin
                  pivot_ind_nxt = lo_ind;  
                  counter_nxt   = lo_ind;
                  end
              else 
                  begin
                  pivot_ind_nxt = lo_ind - 1;
                  counter_nxt   = lo_ind - 1;
                  end
              part_valid_nxt = 1'b0;
              if (start == 1) 
              begin
                   state_nxt           = PARTITION_PENDING;
                   array_out_2d[3]     = array_in[3:0];
                   array_out_2d[2]     = array_in[7:4];
                   array_out_2d[1]     = array_in[11:8];
                   array_out_2d[0]     = array_in[15:12];
                   array_out_2d_nxt[3] = array_in[3:0];
                   array_out_2d_nxt[2] = array_in[7:4];
                   array_out_2d_nxt[1] = array_in[11:8];
                   array_out_2d_nxt[0] = array_in[15:12];
                   end
              else state_nxt = IDLE;
              end 
         PARTITION_PENDING:
              begin
              part_valid_nxt = 1'b0;
              state_nxt      = PARTITION_PENDING;
              if (counter < hi_ind)  
                   begin
                   counter_nxt = counter + 1;
                   if (array_out_2d[counter] <= array_out_2d[hi_ind])
                        begin
                        array_out_2d_nxt[pivot_ind_nxt] = array_out_2d[counter];
                        array_out_2d_nxt[counter]       = array_out_2d[pivot_ind_nxt];
                        pivot_ind_nxt                   = pivot_ind_out + 1;
                        end 
                   end  
              else 
                   begin
                   array_out_2d_nxt[pivot_ind_nxt] = array_out_2d[hi_ind];
                   array_out_2d_nxt[hi_ind]        = array_out_2d[pivot_ind_nxt];    
                   state_nxt                       = DONE;          
                   end
              end 
         DONE:
              begin
              part_valid_nxt = 1'b1;
              state_nxt      = IDLE;
              end
         endcase
         end  
 endmodule  
`timescale 1ns / 1ps
module quicksort#(
    parameter ARR_WIDTH = 4)
    (
    input wire clock, 
    input wire reset,
    input wire [0:0]             enable,
    input wire [3:0]             hi_ind,
    input wire [3:0 ]            lo_ind,
    input wire [ARR_WIDTH*4-1:0] array_in, 
	output reg [0:0]             array_valid,
    output reg [ARR_WIDTH*4-1:0] sorted_array
    );
    wire [0:0]             part_valid;
    wire [3:0]             pivot_ind;
    wire [ARR_WIDTH*4-1:0] array_out;
    reg  [ARR_WIDTH*4-1:0] sorted_array_nxt;
    reg  [0:0]             start, start_nxt, idle_aux, idle_aux_nxt, left_valid_nxt, right_valid_nxt;
    reg  [3:0]             hi_ind_part, hi_ind_part_nxt, lo_ind_part, lo_ind_part_nxt;
    reg  [3:0]             curr_pivot, curr_pivot_nxt;
    partition #(.ARR_WIDTH(4)) my_partition
    (
        .array_in(sorted_array),
        .clock(clock), 
        .reset(reset),
        .hi_ind(hi_ind_part),
        .lo_ind(lo_ind_part),
        .start(start),
        .array_out(array_out),
        .part_valid(part_valid),
        .pivot_ind_out(pivot_ind)
    );
    localparam INIT         = 3'b000,
               IDLE_INIT    = 3'b001,
               LEFT         = 3'b010,
               IDLE_LEFT    = 3'b011,
               RIGHT        = 3'b100,
               IDLE_RIGHT   = 3'b101;
    reg [2:0] state, state_nxt;
	always @(posedge clock)
	begin
	if (reset)
        begin
        sorted_array <= {ARR_WIDTH*4-1{1'b0}};
        start        <= 1'b0;
        state        <= INIT;
        idle_aux     <= 1'b1;
        array_valid  <= 1'b0;
        lo_ind_part  <= 4'b0;
        hi_ind_part  <= 4'b0;
        curr_pivot   <= 4'b0;
        end 
	else 
		begin
        sorted_array <= sorted_array_nxt;
        state        <= state_nxt;
        start        <= start_nxt;
        idle_aux     <= idle_aux_nxt;
        array_valid  <= left_valid_nxt && right_valid_nxt;
        lo_ind_part  <= lo_ind_part_nxt;
        hi_ind_part  <= hi_ind_part_nxt;
        curr_pivot   <= curr_pivot_nxt;
		end 
	end
	always @*
    begin
    sorted_array_nxt = sorted_array;
    state_nxt        = state;
    hi_ind_part_nxt  = hi_ind_part;
    lo_ind_part_nxt  = lo_ind_part;
    idle_aux_nxt     = idle_aux;
    curr_pivot_nxt   = curr_pivot;
    start_nxt        = start;
    case (state)
       INIT:
           begin
           state_nxt        = INIT;
           left_valid_nxt   = 1'b0;
           right_valid_nxt  = 1'b0;
           start_nxt        = 1'b0;
           idle_aux_nxt     = 1'b1;
           sorted_array_nxt = array_in;
           lo_ind_part_nxt  = lo_ind;
           hi_ind_part_nxt  = hi_ind;
           if (1 == enable) state_nxt = IDLE_INIT;
           end
       IDLE_INIT:
           begin
           if (lo_ind_part >= hi_ind_part || lo_ind_part < 0 )
               begin
               state_nxt       = INIT;
               left_valid_nxt  = 1'b1;
               right_valid_nxt = 1'b1;
               end
           else
               begin
               state_nxt = IDLE_INIT;
               if(1 == idle_aux) 
                   begin
                   start_nxt    = 1'b1;
                   idle_aux_nxt = 1'b0;
                   end
               else
                   begin
                   start_nxt = 1'b0;
                   if (1 == part_valid)
                       begin
                       state_nxt        = LEFT;
                       idle_aux_nxt     = 1'b1;
                       sorted_array_nxt = array_out;
                       curr_pivot_nxt   = pivot_ind;
                       end
                   end
               end
           end
       LEFT:
           begin
           if (curr_pivot == 0) hi_ind_part_nxt = 0;
           else                 hi_ind_part_nxt = curr_pivot - 1;
           lo_ind_part_nxt = lo_ind;
           state_nxt       = IDLE_LEFT;
           end   
       IDLE_LEFT:
           begin
           if (lo_ind_part >= hi_ind_part || lo_ind_part < 0) state_nxt = RIGHT;
           else
               begin
               state_nxt = IDLE_LEFT;
               if(1 == idle_aux) 
                    begin
                    start_nxt    = 1'b1;
                    idle_aux_nxt = 1'b0;
                    end
               else 
                   begin
                   start_nxt = 1'b0;
                   if (1 == part_valid)
                       begin
                       state_nxt        = LEFT;
                       idle_aux_nxt     = 1'b1;
                       sorted_array_nxt = array_out;
                       curr_pivot_nxt   = pivot_ind;
                       left_valid_nxt   = 1'b1;
                       end
                   end
               end
           end 
       RIGHT:
           begin
           hi_ind_part_nxt = hi_ind; 
           lo_ind_part_nxt = curr_pivot + 1;
           state_nxt       = IDLE_RIGHT;
           end
       IDLE_RIGHT: 
           begin
           if (lo_ind_part >= hi_ind_part || lo_ind_part < 0 )
               begin
               right_valid_nxt = 1'b1;
               state_nxt       = INIT;
               end
           else
               begin
               state_nxt = IDLE_RIGHT;
               if(1 == idle_aux) 
                    begin
                    start_nxt    = 1'b1;
                    idle_aux_nxt = 1'b0;
                    end
               else 
                   begin
                   start_nxt = 1'b0;
                   if (1 == part_valid)
                       begin
                       right_valid_nxt  = 1'b1;
                       state_nxt        = LEFT;
                       idle_aux_nxt     = 1'b1;
                       sorted_array_nxt = array_out;
                       curr_pivot_nxt   = pivot_ind;
                       end
                   end
               end
           end 
    endcase
    end
endmodule  
==> results_slide.txt <==
Flow Results at a Glance

Run status
  • Status: stopped before the end
  • Stop err: ERROR: Found 16 problems in 'check -assert'.
  • Failing step: synthesis (1_2_yosys)

Logic synthesis
  • Post-synth top flop: dfxtp_1
  • Seq cells post-synth: 115
  • Ys async rst share: 0
  • Post-synth EDFFs: 0
  • Top logic family: AND-OR/OR-AND gates
  • Xor+xnor area frac: 0.00776
  • Yosys synthesis chip area: 5650 um^2
  • Ys cells: 641
  • Simple-gate share of the synthesized area: 0.167
  • Adder share: 0.0576
  • Yosys warning total: 4
  • Mux cell area share: 0.0747
  • Yosys cell types: 59
  • Synth Area in Compound Gates: 0.248
cell families after synthesis:
kind of cell / Yosys count
compound gates: 201
xor+xnor: 5
fa+ha+maj: 26
buf+inv: 75
flops: 81
latches: 34
mux: 37
simple gates: 182
cells in the mapped netlist (all sizes together) (8+ instances only):
cell | number | area share
buf | 25 | 0.034
dfxtp | 81 | 0.29
nor2 | 46 | 0.031
a221o | 17 | 0.030
dlxtn | 34 | 0.090
clkbuf | 20 | 0.013
nor2b | 61 | 0.068
mux2i | 32 | 0.057
a21oi | 52 | 0.048
nand2 | 35 | 0.023
nand3 | 8 | 0.0071
nor3 | 11 | 0.012
a211oi | 39 | 0.061
o21ai | 52 | 0.046
inv | 30 | 0.020
ha | 26 | 0.058
a222oi | 8 | 0.014
